==> /design/flow/design.v <==
module counter (
    input wire clk,reset,
    input wire[3:0] set,
    input wire pushbutton,
    output wire [3:0] q
);
reg[3:0] sreg= 4'b0000;
reg [25:0] counter = 50_000_000;
always @(posedge clk)
begin
    counter <= counter-1;
    if(reset)
        sreg = 4'b0000;
    else if(pushbutton)
        sreg = set;
    if(counter==0)
	 begin
        sreg = sreg + 4'b0001;
		  counter <= 50_000_000;
	 end 
end
	assign q[3:0] = sreg[3:0];
endmodule
==> /design/flow/run.sh <==
#!/bin/bash
# OpenROAD 26Q1-2900-gdf79404cd8, Yosys 0.63+post, stock flow scripts
make -C /OpenROAD-flow-scripts/flow DESIGN_CONFIG=/design/flow/config.mk WORK_HOME=/design/flow/orfs finish
==> /design/flow/config.mk <==
export PLATFORM = sky130hd
export DESIGN_NAME = counter
export DESIGN_NICKNAME = counter
export VERILOG_FILES = /design/flow/design.v
export SDC_FILE = /design/flow/constraint.sdc
export NUM_CORES = 4
export LEC_CHECK = 1
export CORE_AREA = 10 10 92 92
export DIE_AREA = 0 0 102 102
==> /design/flow/constraint.sdc <==
current_design counter

set clk_period 6.0
set clk_io_pct 0.2

create_clock -name clk0 -period $clk_period [get_ports {clk}]

set non_clock_inputs [all_inputs -no_clocks]
set_input_delay [expr $clk_period * $clk_io_pct] -clock clk0 $non_clock_inputs
set_output_delay [expr $clk_period * $clk_io_pct] -clock clk0 [all_outputs]
==> results.py <==
# Physical implementation metrics
metrics = {
    "timing": {
        "hold_violations": 0,
        "finalCritPeriodShare_pct": 41.5,
        "rsz0062_at_grt": "false",
        "max_freq_ghz": 0.402,
        "setup_violations": 0,
        "worstMarginPinSlew_ns": 0.714,
        "period_needed_ns": 2.49,
        "fin_setup_tns_ns": 0,
        "maxSlewViolCount": 0,
        "skew_ns": 0.00328,
        "slew_headroom_pct": 52.0,
    },
    "setup_path": {
        "r2r_cells": 6,
        "crit_cells": 5,
        "path_cells": "clkdlybuf4s50_1 -> mux2i_1 -> nor2_1 -> ha_1 -> mux2_2",
        "slowest_delay_ns": 0.59,
        "crit_type": "primary input to register",
        "cp-start-kind": "primary input",
        "rr_endpoint": "counter[24]$_SDFF_PN0_",
        "cp_max_fo": 4,
        "cp.required_ns": 6.17,
        "reg2reg_setup_slack_ns": 3.51,
        "endpoint_kind": "register",
        "timing.rr.start": "counter[0]$_SDFF_PN0_",
        "worstPathArrival_ns": 2.66,
        "path_delay_family": "buffers and inverters",
        "critical_path_buf_inv_count": 1,
        "slowest_stage": "clkdlybuf4s50_1",
    },
    "synthesis": {
        "avgSynthCellArea_um2": 9.32,
        "async_reset_ff_share_pct": 0,
        "synth-edff-count": 0,
        "netlist_instances": 150,
        "numSynthFlops": 30,
        "synthDistinctLibCells": 35,
        "yosys_area_um2": 1400,
        "yosysWarnings": 1,
        "ys.flop_type": "dfxtp_1",
        "yosysCellCount": 150,
        "ys_seq_share_pct": 43.0,
        "synth.cell_area_um2": 1400,
    },
    "global_routing": {
        "grt-busiest-layer": "met2",
        "grt_pass1_vias": 1044,
        "met1_usage_pct": 7.15,
        "grt_use_met3_pct": 1.77,
        "grt_pass1_wl_um": 4540,
        "grt_max_degree": 10,
        "antenna_found_initial": 0,
        "grt_usage_pct": 5.17,
        "met2_usage_pct": 7.85,
        "grt_overflow": 0,
    },
    "clocking": {
        "insertion_delay_ns": 0.28,
        "clockBufferDepth": 2,
        "cts_resized": 0,
        "post_cts_buffers": 0,
        "htreeDepth": 2,
        "clkSinkCount": 30,
        "cts-root-buf": "clkbuf_8",
        "cts_buffers": 5,
        "cts.reportedPaths.clkPinSlew_ns": 0.06,
        "postCtsHoldBufs": 0,
        "cts_tree": "yes",
    },
    "routing": {
        "drt_pass1_iterations": 4,
        "drt_iter0_markers": 43,
        "n_antenna_cell": 0,
        "num_vias": 1072,
        "routed_wl_um": 2630,
        "wl_per_cell_um": 11.0,
        "drc_errors": 0,
        "avgViaCountPerCell": 4.50,
        "ant_nets": 0,
    },
    "placed_design": {
        "dp_cells": 230,
        "placed_area_um2": 1560,
        "gp_congestion": 0.745,
        "hpwl_um": 1860,
        "portBuffers": 10,
    },
    "floorplanning": {
        "coreArea_um2": 6460,
        "rows": 29,
        "die_height_um": 102,
        "dieArea_um2": 10400,
        "die_w_um": 102,
        "fp_util_pct": 21.6,
        "io_pins": 11,
    },
    "pwr": {
        "cellLeakagePower_nw": 0.676,
        "p_int_mw": 0.328,
        "switching_share_pct": 19.5,
        "vdd_ir_drop_max_mv": 0.0753,
        "seq_power_share_pct": 49.7,
        "p_switching_mw": 0.0796,
        "power_frac_clock_pct": 46.5,
        "p_comb_share_pct": 3.8,
        "p_per_area_nw_per_um2": 244,
    },
    "job": {
        "tool_warnings": 25,
        "cap_violations": 0,
    },
    "outcome": {
        "status": "finished, final reports clean",
    },
    "worst_hold_path": {
        "min_path_type": "register to register",
        "holdPathEnd": "counter[0]$_SDFF_PN0_",
        "whs_path_depth": 1,
        "hold_start": "counter[0]$_SDFF_PN0_",
    },
    "cells_and_area": {
        "fin_cells": 238,
        "fillers": 690,
        "layout.cells.most_common": "dfxtp_1",
        "syn2layout_area_growth_pct": 19.8,
        "layout-drive-gt1-share_pct": 14.3,
        "post-route-cell-area_um2": 1670,
        "lay_top_cells": "dfxtp_1, nor2_1, clkdlybuf4s50_1",
        "final_core_util_pct": 25.9,
    },
}
-- Yosys cell counts, drive strengths merged (4+ instances only) --
cell type | count | area (µm²)
mux2i | 6 | 60.1
dfxtp | 30 | 601
nor2 | 16 | 60.1
xor2 | 4 | 35.0
nor4 | 9 | 87.6
inv | 4 | 15.0
a21oi | 9 | 45.0
buf | 4 | 26.3
or3 | 7 | 43.8
xnor2 | 6 | 52.6
nand2 | 4 | 15.0
or4 | 8 | 63.8
nor3 | 9 | 50.1
clkbuf | 5 | 18.8
mux2 | 4 | 45.0
o21ai | 5 | 25.0
-- registers in the layout (all words and copies together), names as in the netlist --
signal / cells
counter: 26
sreg: 4
-- per-layer routing --
metal	vias to the layer above	share of wire, %
li1	571	-
met1	475	53
met2	19	39
met4	0	1.3
met3	7	6.2
met5	-	0
-- power by group through the flow --
stage	Combinational (mW)	Clock (mW)	Sequential (mW)
after CTS	0.0158	0.194	0.203
final	0.0155	0.189	0.203
after global routing	0.0173	0.202	0.203
-- worst max-delay path by stage --
stage	startpoint	slack (ns)	to
after CTS	pushbutton	3.51	sreg[1]$_DFF_P_
after global routing	pushbutton	3.39	sreg[1]$_DFF_P_
final	pushbutton	3.51	sreg[1]$_DFF_P_
-- logic make-up after synthesis --
logic type / synth area share (%)
adder cells (fa/ha/maj): 1.79
XOR/XNOR: 6.27
buffers and inverters: 4.30
flip-flops: 43.0
AND/OR/NAND/NOR: 27.0
AND-OR/OR-AND: 10.1
multiplexers: 7.52
-- through the flow --
| step | setup slack [ns] | hold slack (ns) | total power, mW |
|---|---|---|---|
| CTS | 3.51 | 0.466 | 0.413 |
| floorplan | 3.65 | 0.421 | 0.213 |
| global placement | 3.23 | 0.437 | 0.223 |
| global route | 3.39 | 0.499 | 0.422 |
| finish | 3.51 | 0.462 | 0.408 |
| detailed placement | 3.22 | 0.451 | 0.223 |
-- final cells by class --
| type | count | area (µm²) | area share (%) |
|---|---|---|---|
| multi-input combinational | 107 | 737 | 44.0 |
| sequential | 30 | 601 | 35.9 |
| timing repair buffer | 12 | 115 | 6.88 |
| clock buffer | 8 | 110 | 6.58 |
| tap | 77 | 96.3 | 5.75 |
| inverter | 4 | 15.0 | 0.897 |
No activity file was given, so power comes from the tool's default toggle rates.
