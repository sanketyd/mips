$ cat ./design.v
module adder (
    input a,
    input b,
    input cin,
    output s,
    output cout
);
assign {cout,s} = a+b+cin;
endmodule
module LCD(clk, sf_e, e, rs, rw, d, c, b, a,t0,t1,t2,t3,pushbutton0,pushbutton1,carryw);
input clk;  
output reg sf_e;  
output reg e;  
output reg rs;   
output reg rw;   
output reg d;    
output reg c;    
output reg b;    
output reg a;
input wire pushbutton0;
input wire pushbutton1;
input wire t0;
input wire t1;
input wire t2;
input wire t3;
output wire carryw;
reg [26:0] count = 0;    
reg [5:0] code;  
reg refresh;
wire[3:0] result;
reg salvi[3:0];
reg natti[3:0];
always @ (posedge clk) begin
    count <= count + 1;
    if(pushbutton0 == 1) begin
        salvi[0] <= t0;
        salvi[1] <= t1;
        salvi[2] <= t2;
        salvi[3] <= t3;
    end else if(pushbutton1 == 1) begin
        natti[0] <= t0;
        natti[1] <= t1;
        natti[2] <= t2;
        natti[3] <= t3;
    end
case (count [26:21])  
0: code <= 6'h03;  
1: code <= 6'h03;  
2: code <= 6'h03;  
3: code <= 6'h02;  
4: code <= 6'h02;  
5: code <= 6'h08;  
6: code <= 6'h00;  
7: code <= 6'h06;  
8: code <= 6'h00;  
9: code <= 6'h0C;  
10: code <= 6'h00;  
11: code <= 6'h01;  
12: casez(result)
        4'b0000 : code <= 6'h23;  
        4'b0001 : code <= 6'h23;
        4'b0010 : code <= 6'h23;
        4'b0011 : code <= 6'h23;
        4'b0100 : code <= 6'h23;
        4'b0101 : code <= 6'h23;
        4'b0110 : code <= 6'h23;
        4'b0111 : code <= 6'h23;
        4'b1000 : code <= 6'h23;
        4'b1001 : code <= 6'h23;
        4'b1010 : code <= 6'h24;
        4'b1011 : code <= 6'h24;
        4'b1100 : code <= 6'h24;
        4'b1101 : code <= 6'h24;
        4'b1110 : code <= 6'h24;
        4'b1111 : code <= 6'h24;
    endcase
13: casez(result)
        4'b0000 : code <= 6'h20;  
        4'b0001 : code <= 6'h21;
        4'b0010 : code <= 6'h22;
        4'b0011 : code <= 6'h23;
        4'b0100 : code <= 6'h24;
        4'b0101 : code <= 6'h25;
        4'b0110 : code <= 6'h26;
        4'b0111 : code <= 6'h27;
        4'b1000 : code <= 6'h28;
        4'b1001 : code <= 6'h29;
        4'b1010 : code <= 6'h21;  
        4'b1011 : code <= 6'h22;
        4'b1100 : code <= 6'h23;
        4'b1101 : code <= 6'h24;
        4'b1110 : code <= 6'h25;
        4'b1111 : code <= 6'h26;
    endcase
        default: code <= 6'h10;  
    endcase
    refresh <= count[ 20 ];  
    sf_e <= 1; e <= refresh;
    rs <= code[5]; rw <= code[4];
    d <= code[3]; c <= code[2];
    b <= code[1]; a <= code[0];
end  
 wire[2:0] cr;
 adder b1 (.a(salvi[0]),.b(natti[0]),.cin(1'b0),.s(result[0]),.cout(cr[0]));
 adder b2 (.a(salvi[1]),.b(natti[1]),.cin(cr[0]),.s(result[1]),.cout(cr[1]));
 adder b3 (.a(salvi[2]),.b(natti[2]),.cin(cr[1]),.s(result[2]),.cout(cr[2]));
 adder b4 (.a(salvi[3]),.b(natti[3]),.cin(cr[2]),.s(result[3]),.cout(carryw));
    endmodule
$ cat ./run.sh
#!/bin/bash
# OpenROAD 26Q1-2900-gdf79404cd8, Yosys 0.63+post, stock flow scripts
make -C /OpenROAD-flow-scripts/flow DESIGN_CONFIG=/design/flow/config.mk WORK_HOME=/design/flow/orfs finish
$ cat ./config.mk
export PLATFORM = sky130hd
export DESIGN_NAME = LCD
export DESIGN_NICKNAME = LCD
export VERILOG_FILES = /design/flow/design.v
export SDC_FILE = /design/flow/constraint.sdc
export NUM_CORES = 4
export LEC_CHECK = 1
export CORE_AREA = 10 10 113 113
export DIE_AREA = 0 0 123 123
$ cat ./constraint.sdc
current_design LCD

set clk_period 6.2
set clk_io_pct 0.2

create_clock -name clk0 -period $clk_period [get_ports {clk}]

set non_clock_inputs [all_inputs -no_clocks]
set_input_delay [expr $clk_period * $clk_io_pct] -clock clk0 $non_clock_inputs
set_output_delay [expr $clk_period * $clk_io_pct] -clock clk0 [all_outputs]
==> results_dict.tcl <==
# yosys + openroad results
set metrics [dict create \
    totalWireLength_um 2980 \
    final-hold-violation-count 0 \
    layout_top_cells "41 x dfxtp_1, 14 x clkdlybuf4s50_1, 13 x xnor2_1" \
    io_buffers 14 \
    drt_first_pass_iters 4 \
    antenna_found_initial 0 \
    status "finished, final reports clean" \
    cts_resized 0 \
    maxSlewHeadroom_pct 64.0 \
    yosys.stat.seqShare_pct 53.4 \
    setup_viol_count_final 0 \
    synth.avg_cell_area_sq_um 11.3 \
    finalClockPeriodUsage_pct 56.8 \
    yosysTopAreaCellShare_pct 41.3 \
    rr_worst_depth 9 \
    syn_inst 176 \
    initCoreUtil_pct 19.2 \
    drt_iter0_markers 59 \
    grt_pass1_vias 1129 \
    synth-edff-count 8 \
    num_rows 37 \
    routabilityCongestion 0.780 \
    core_sq_mm 0.0103 \
    tightest_slew_ns 0.539 \
    crit_path_start_kind "flip-flop" \
    cts_buffers 5 \
    fin_setup_tns_ns 0 \
    netlist_area_sq_mm 0.00199 \
    postCtsHoldBufs 0 \
    irDropWorstVdd_uv 80.2 \
    cts_tree "done" \
    whs_path_depth 0 \
    final_core_util_pct 22.6 \
    routedWlPerCell_um 9.17 \
    die_area_sq_mm 0.0151 \
    chipHeight_um 123 \
    antenna_left 0 \
    flop_cell "dfxtp_1" \
    die_x_um 123 \
    cts-htree-levels 2 \
    gr-usage-all-layers_pct 4.06 \
    powerDensity_mw_per_mm2 239 \
    syn2layout_area_growth_pct 17.3 \
    layout_top_cell "dfxtp_1" \
    synth_cell_type_count 39 \
    rsz0062_at_grt "false" \
    drc 0 \
    hpwl_um 2160 \
    endpoint_kind "output port" \
    synthTopCellsByArea "dfxtp_1 41%, edfxtp_1 12%, xnor2_1 5.7%, xor2_1 5.3%, nand4_4 3.2%" \
    ys_cells 176 \
    yosys_warnings 5 \
    cp.required_ns 4.96 \
    grt_pass1_wl_um 5180 \
    leakagePower_uw 0.000869 \
    clk_pin_slew_ns 0.08 \
    crit_type "reg2out" \
    crit_arrival_ns 2.28 \
    viasPerCell 3.70 \
    drv_slew 0 \
    max_freq_ghz 0.284 \
    grt_overflow_total 0 \
    root_buffer "clkbuf_8" \
    clk_latency_ns 0.30 \
    post_cts_buffers 0 \
    grt_max_degree 15 \
    ys_ff 49 \
    finalClockSkew_ns 0.00449 \
    hold_path.class "reg2reg" \
    boundaryPins 16 \
    netlist.top_cell.by_area "dfxtp_1" \
    drv_cap 0 \
    vias 1201 \
    final.min_clock_period_ns 3.52 \
    warning_count 26 \
    drive_gt1_share_pct 8.47 \
    cts_sinks 49 \
    yosysChipArea_sq_mm 0.00199 \
    max-clock-path-buffers 2 \
    path_max_fanout 1 \
    async_flop_share_pct 0 \
    finalPower_uw 557 \
    route.antenna.diode_count 0 \
]
## cell usage after synthesis, types with 3 or more instances
cell / instances
xnor2_1: 13
nand4_4: 3
a21oi_1: 4
nor3_1: 9
dfxtp_1: 41
nand2_1: 9
edfxtp_1: 8
o21ai_0: 4
and3_1: 3
nand3_1: 8
nand4_1: 5
fa_1: 3
clkbuf_1: 3
nor2_1: 6
inv_1: 10
ha_1: 4
xor2_1: 12
## per-stage QoR
| stage | cell area (sq um) | setup slack [ns] | hold WS, ns | std cells |
|---|---|---|---|---|
| finish | 2330 | 2.68 | 0.331 | 325 |
| global route | 2330 | 2.52 | 0.345 | 325 |
| CTS | 2330 | 2.62 | 0.333 | 325 |
| detailed placement | 2240 | 2.97 | 0.312 | 317 |
| global placement | 2240 | 2.99 | 0.313 | 317 |
| floorplan | 1990 | 3.50 | 0.310 | 176 |
## cell families after synthesis
group / share of synthesized area [%]
AND/OR/NAND/NOR: 20.5
flip-flops: 53.4
XOR/XNOR: 11.0
buffers and inverters: 4.47
AND-OR/OR-AND: 4.79
adder cells (fa/ha/maj): 5.55
other: 0.189
## final timing paths
check | start | end | slack, ns
worst max-delay path | salvi[0]$_DFFE_PP_ | carryw | 2.68
worst min-delay path | code[5]$_DFF_P_ | rs$_DFF_P_ | 0.33
worst max register to register | salvi[0]$_DFFE_PP_ | code[1]$_DFF_P_ | 3.62
worst min register to register | code[5]$_DFF_P_ | rs$_DFF_P_ | 0.33
## layer usage
layer,share of wire (%),up-vias,track usage [%]
met2,41,19,5.72
met3,7.5,7,1.62
li1,-,628,-
met5,0,-,0
met1,48,547,5.67
met4,3.5,0,1.16
## cell type report
| cell class | count | area, sq um |
|---|---|---|
| inverter | 10 | 37.5 |
| tap | 136 | 170 |
| timing repair buffer | 14 | 140 |
| clock inverter | 1 | 7.51 |
| sequential | 49 | 1060 |
| multi-input combinational | 108 | 836 |
| clock buffer | 7 | 76.3 |
| fill | 1071 | 8000 |
## critical path, cell delays in order (launching register included)
cell             delay [ns]
edfxtp_1               0.37
ha_1                   0.21
fa_1                   0.35
inv_1                  0.07
fa_1                   0.16
inv_1                  0.05
fa_1                   0.35
clkdlybuf4s50_1        0.42
## report_power, final
group	total [uW]	internal (uW)	switching, uW
Sequential	335	332	2.46
Clock	180	79.9	99.9
Combinational	42.6	22.4	20.2
Total	557	434	123
## registers in the layout, summed over array words and instances, names as in the netlist
register and cells:
rw 1, count 27, a 1, salvi 4, rs 1, d 1, b 1, code 6
natti 4, c 1, e 1, refresh 1
