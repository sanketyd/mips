`flow/config.mk`:
```
export PLATFORM = sky130hd
export DESIGN_NAME = TestLCD
export DESIGN_NICKNAME = TestLCD
export VERILOG_FILES = /design/flow/design.v
export SDC_FILE = /design/flow/constraint.sdc
export NUM_CORES = 4
export LEC_CHECK = 1
export CORE_UTILIZATION = 40
```
`flow/constraint.sdc`:
```
current_design TestLCD

set clk_period 6.3
set clk_io_pct 0.2

create_clock -name clk0 -period $clk_period [get_ports {clk}]

set non_clock_inputs [all_inputs -no_clocks]
set_input_delay [expr $clk_period * $clk_io_pct] -clock clk0 $non_clock_inputs
set_output_delay [expr $clk_period * $clk_io_pct] -clock clk0 [all_outputs]
```
`flow/design.v`:
```
`timescale 1ns / 1ps
module TestLCD(clk, sf_e, e, rs, rw, d, c, b, a);
(* LOC = "C9" *) input clk;  
(* LOC = "D16" *) output reg sf_e;  
(* LOC = "M18" *) output reg e;  
(* LOC = "L18" *) output reg rs;	 
(* LOC = "L17" *) output reg rw;	 
(* LOC = "M15" *) output reg d;	 
(* LOC = "P17" *) output reg c;	 
(* LOC = "R16" *) output reg b;	 
(* LOC = "R15" *) output reg a;	 
reg [26:0] count = 0;	 
reg [5:0] code;	 
reg refresh;	 
always @ (posedge clk) begin
count <= count + 1;
case (count [26:21])	 
0: code <= 6'h03;	 
1: code <= 6'h03;	 
2: code <= 6'h03;	 
3: code <= 6'h02;	 
4: code <= 6'h02;  
5: code <= 6'h08;  
6: code <= 6'h00;  
7: code <= 6'h06;  
8: code <= 6'h00;  
9: code <= 6'h0C;  
10: code <= 6'h00;  
11: code <= 6'h01;  
12: code <= 6'h24;  
13: code <= 6'h23;  
14: code <= 6'h26;  
15: code <= 6'h2F;
16: code <= 6'h26;  
17: code <= 6'h2D;
18: code <= 6'h27;  
19: code <= 6'h20;
20: code <= 6'h27;  
21: code <= 6'h25;
22: code <= 6'h27;  
23: code <= 6'h24;
24: code <= 6'h26; 
25: code <= 6'h25;
26: code <= 6'h27;
27: code <= 6'h22;  
28: code <= 6'b001100;  
29: code <= 6'b000000;  
30: code <= 6'h24;  
31: code <= 6'h2F; 32: code <= 6'h27;  
33: code <= 6'h22; 34: code <= 6'h26;  
35: code <= 6'h27; 36: code <= 6'h26;  
37: code <= 6'h21; 38: code <= 6'h26;  
39: code <= 6'h2E; 40: code <= 6'h26;  
41: code <= 6'h29;
42: code <= 6'h27; 
43: code <= 6'h23;
44: code <= 6'h26;
45: code <= 6'h21;
46: code <= 6'h27;
47: code <= 6'h24;
48: code <= 6'h26;  
49: code <= 6'h29;
50: code <= 6'h26;  
51: code <= 6'h2F;
52: code <= 6'h26;
53: code <= 6'h2E; 
default: code <= 6'h10;  
endcase
refresh <= count[ 20 ];  
sf_e <= 1; e <= refresh;
rs <= code[5]; rw <= code[4];
d <= code[3]; c <= code[2];
b <= code[1]; a <= code[0];
end  
endmodule
```
`flow/run.sh`:
```
#!/bin/bash
# OpenROAD 26Q1-2900-gdf79404cd8, Yosys 0.63+post, stock flow scripts
make -C /OpenROAD-flow-scripts/flow DESIGN_CONFIG=/design/flow/config.mk WORK_HOME=/design/flow/orfs finish
```
==> Slide: Implementation Results <==
Run Summary

Synth
  • Largest logic family: simple AND/OR/NAND/NOR gates
  • Cells after synthesis: approximately 200
  • Unique cell types: ~43
  • FA/HA/MAJ Cells, Area Fraction: 0.0528
  • Mean area per synthesized cell: 9.72 µm²
  • Yosys synthesis chip area: ~1900 µm²
  • Synth Cell Area: approximately 1900 µm²
  • Commonest flop: dfxtp_1
  • Count of library flops with an enable pin: 0
  • Area fraction in compound gates: 0.0957
  • Simple-Gate Area Share: 0.234
  • Yosys warning tally: 1
  • Number of synthesized register bits: 41
  • Yosys stat cell total: just under 200
  • Mux frac, synth: 0.0224
  • Sequential share of the synthesized area: 0.433
  • Fraction of registers with async set/reset: 0
  • Xor+xnor area frac: 0.120

Global route
  • GRT overflow: 0
  • Overall Global Routing Usage: 0.149
  • Initial antenna violation count: 0
  • First-pass GRT wire length: 5980 µm
  • Vias in the first global route: 1324
  • Largest net degree at the start of global routing: 27

Hold path
  • Hold Path End: b$_DFF_P_
  • Hold_sp: code[1]$_DFF_P_
  • Worst Hold Path Cells: 0
  • Hold WC Path Type: reg2reg

Timing
  • Cycle use final: 0.366
  • Fmax: 433 MHz
  • Post-route minimum period: 2.31 ns
  • Setup Viol. Count Final: 0
  • Hold Slack: roughly 0.32 ns
  • RSZ-0062 raised after global routing: false
  • Clock Skew: ~0.0077 ns
  • Worst Max-Slew Pin Slew: 0.833 ns
  • Worst slew margin: 0.444
  • Slew Viols, Final: 0
  • Setup total negative slack: 0 ns
  • Final hold viol count: 0

Worst setup path
  • CP Launch Type: flip-flop
  • Cell family with most CP delay: buffers and inverters
  • Crit-path cells: clkdlybuf4s50_1
  • Kind of critical path: reg2out
  • CP required: 5.04 ns
  • Max stage delay on crit path: 0.45 ns
  • Reg-to-reg endpoint: code[3]$_DFF_P_
  • R2R depth: 5
  • Reg2reg start: count[21]$_DFF_P_
  • Slowest CP cell: clkdlybuf4s50_1
  • CP Max Fanout: 1
  • Worst setup EP type: primary output
  • Worst R2R Setup Slack: 4.28 ns
  • Worst EP arrival: roughly 1.1 ns
  • CP Buf/Inv Count: 1

Clock network
  • Root buf cell: clkbuf_8
  • H-tree levels: 2
  • CTS tree: yes
  • CTS Sinks: 41
  • Clk slew on worst S/H paths: roughly 0.08 ns
  • Worst-case clock buffer depth: 2
  • CTS resizes: 0
  • Post-CTS setup buffer count: 0
  • Clk Latency, worst-skew pair: 0.29 ns
  • Inserted Clock Buffers: 5
  • Hold_buf cts: 0

Place
  • GP Congestion: 0.850
  • Port bufs: 7
  • DPL Wire Length: 2220 µm

Pwr
  • Max VDD drop: 134 µV
  • LEAKAGE: 0.801 nW
  • PwrDens: 205 nW/µm²

Status
  • Status: finished, final reports clean

Cells and area
  • Dominant logic cell type in the layout: dfxtp_1
  • Top flop regs: count (27), code (6)
  • Sequential cell area: 821 µm²
  • Gate Area: roughly 1000 µm²
  • Area grow syn2layout: 8.65%
  • Fillers: 406
  • Max reg flops: 27
  • Top cells excl fill/tap: dfxtp_1, nand2_1, xnor2_1
  • Util after Layout: 0.463
  • Largest Register: count
  • Proportion of layout cells with a drive suffix above 1: 0.0657

Floorplanning
  • Die H: 70.8 µm
  • Core Density at Floorplan: 0.427
  • IO Count: 9
  • Row cnt: 24
  • Die width: 70.8 µm
  • Core box area: 4440 µm²
  • Die ar.: between 5000 and 6000 µm²

Routing
  • Antenna viol nets, final: 0
  • Final WL: 3300 µm
  • Vias/cell: 5.44
  • DRT iter0 DRCs: 113
  • Residual DRC: 0
  • # diodes: 0
  • Routed wire length per instance: 13.2 µm
  • 1st-pass router iterations: 6
  • Vias: 1359

Flow run
  • Max-Cap Viols: 0
  • OpenROAD warning count: 31
==> where the power goes <==
part           switching (mW)  leakage (nW)  internal (mW)
Combinational      0.00000463         0.430              0
Sequential                  0         0.330          0.259
Clock                  0.0864        0.0412         0.0767
==> logic make-up after synthesis <==
family,after synthesis
AND-OR/OR-AND,27
XOR/XNOR,26
adder cells (fa/ha/maj),8
buffers and inverters,17
flip-flops,41
multiplexers,3
other,1
AND/OR/NAND/NOR,72
==> how the worst max path moves through the flow <==
stage,startpoint,endpoint,slack (ns),depth (start not counted)
CTS,b$_DFF_P_,b,3.98,1
global route,rs$_DFF_P_,rs,3.93,1
finish,b$_DFF_P_,b,3.99,1
==> cell usage after synthesis (all sizes together), types with 2 or more instances <==
cell     n  share of area
dfxtp   41           0.43
nand2b   5          0.017
ha       8          0.053
nand4    8          0.042
nor4     4          0.032
nor2     7          0.014
xnor2   16          0.074
and3     5          0.017
nor3     9          0.024
a21oi    4          0.011
clkbuf   8          0.016
buf      3          0.012
xor2    10          0.046
nand3b   2         0.0079
nand3    9          0.024
mux2i    2          0.011
or3      2         0.0066
o31ai    3          0.012
inv      6          0.012
nand2   16          0.032
a211oi   2         0.0079
o21ai    8          0.021
nor3b    2         0.0079
==> area by class of cell <==
cell class | count | area share
multi-input cells | 137 | 0.485
flip-flops and latches | 41 | 0.399
clock buffers | 6 | 0.0352
repair buffers | 7 | 0.0340
well taps | 52 | 0.0316
inverters | 6 | 0.0109
clock inverters | 1 | 0.00425
==> per-stage QoR <==
step / cell area [µm²] / worst slack [ns] / power (mW) / cells
3_3_place_gp: 1980 / 4.30 / 0.265 / 243
2_1_floorplan: 1900 / 4.49 / 0.265 / 195
4_1_cts: 2060 / 3.98 / 0.426 / 250
3_5_place_dp: 1980 / 4.30 / 0.265 / 243
5_1_grt: 2060 / 3.93 / 0.438 / 250
6_report: 2060 / 3.99 / 0.422 / 250
==> per-layer routing <==
layer  track usage  wire length, µm  part of all wire  vias up
met5             0                0                 0        -
met1         0.231             1760              0.53      642
met4        0.0267               44             0.013        0
li1              -                -                 -      688
met2         0.230             1380              0.42       24
met3        0.0289              113             0.034        5
Power is estimated from default activity; no workload was simulated.
